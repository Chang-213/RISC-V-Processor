<file path="flow/design.v">
package pcmux;
typedef enum bit [1:0] {
    pc_plus4  = 2'b00
    ,alu_out  = 2'b01
    ,alu_mod2 = 2'b10
	 ,br		  = 2'b11
} pcmux_sel_t;
endpackage
package marmux;
typedef enum bit {
    pc_out = 1'b0
    ,alu_out = 1'b1
} marmux_sel_t;
endpackage
package cmpmux;
typedef enum bit {
    rs2_out = 1'b0
    ,i_imm = 1'b1
} cmpmux_sel_t;
endpackage
package alumux;
typedef enum bit {
    rs1_out = 1'b0
    ,pc_out = 1'b1
} alumux1_sel_t;
typedef enum bit [2:0] {
    i_imm    = 3'b000
    ,u_imm   = 3'b001
    ,b_imm   = 3'b010
    ,s_imm   = 3'b011
    ,j_imm   = 3'b100
    ,rs2_out = 3'b101
} alumux2_sel_t;
endpackage
package regfilemux;
typedef enum bit [3:0] {
    alu_out   = 4'b0000
    ,br_en    = 4'b0001
    ,u_imm    = 4'b0010
    ,lw       = 4'b0011
    ,pc_plus4 = 4'b0100
    ,lb        = 4'b0101
    ,lbu       = 4'b0110   
    ,lh        = 4'b0111
    ,lhu       = 4'b1000   
} regfilemux_sel_t;
endpackage
interface rvfi_itf(input clk, input rst);
    logic halt;
    logic commit;
    logic [63:0] order;
    logic [31:0] inst;
    logic trap;
    logic [4:0] rs1_addr;
    logic [4:0] rs2_addr;
    logic [31:0] rs1_rdata;
    logic [31:0] rs2_rdata;
    logic load_regfile;
    logic [4:0] rd_addr;
    logic [31:0] rd_wdata;
    logic [31:0] pc_rdata;
    logic [31:0] pc_wdata;
    logic [31:0] mem_addr;
    logic [3:0] mem_rmask;
    logic [3:0] mem_wmask;
    logic [31:0] mem_rdata;
    logic [31:0] mem_wdata;
    logic [15:0] errcode;
endinterface
module regfile
(
    input clk,
    input rst,
    input load,
    input [31:0] in,
    input [4:0] src_a, src_b, dest,
    output logic [31:0] reg_a, reg_b
);
logic [31:0] data [32];
always_ff @(posedge clk)
begin
    if (rst)
    begin
        for (int i=0; i<32; i=i+1) begin
            data[i] <= '0;
        end
    end
    else if (load && dest)
    begin
        data[dest] <= in;
    end
end
always_comb
begin
    reg_a = src_a ? data[src_a] : 0;
    reg_b = src_b ? data[src_b] : 0;
end
endmodule : regfile
</file>
<file path="flow/config.mk">
export PLATFORM = sky130hd
export DESIGN_NAME = regfile
export DESIGN_NICKNAME = regfile
export VERILOG_FILES = /design/flow/design.v
export SDC_FILE = /design/flow/constraint.sdc
export NUM_CORES = 4
export LEC_CHECK = 1
export CORE_UTILIZATION = 30
</file>
<file path="flow/run.sh">
#!/bin/bash
# OpenROAD 26Q1-2900-gdf79404cd8, Yosys 0.63+post, stock flow scripts
make -C /OpenROAD-flow-scripts/flow DESIGN_CONFIG=/design/flow/config.mk WORK_HOME=/design/flow/orfs finish
</file>
<file path="flow/constraint.sdc">
current_design regfile

set clk_period 19.7
set clk_io_pct 0.2

create_clock -name clk0 -period $clk_period [get_ports {clk}]

set non_clock_inputs [all_inputs -no_clocks]
set_input_delay [expr $clk_period * $clk_io_pct] -clock clk0 $non_clock_inputs
set_output_delay [expr $clk_period * $clk_io_pct] -clock clk0 [all_outputs]
</file>
==> impl_metrics.json <==
{
  "status": "complete, no violations",
  "crit_top_cell": "buf_4",
  "syn_avg_cell_area_um2": 15.49,
  "crit_slowest_cell": "a2111oi_1",
  "cts_root_buf": "clkbuf_16",
  "postCtsHoldBufs": 0,
  "worstSetupPathType": "in2out",
  "cts_setup_buffers": 0,
  "cts_tree": "built",
  "layout_min_cycle_time_ns": 12.14,
  "ir_drop_mv": 0.05779,
  "period_used_pct": 61.61,
  "ant_nets": 0,
  "powerDensity_mw_per_mm2": 84.30,
  "reg_top3": "data x1024",
  "top_layer_used": "met5",
  "ys_cells": 3502,
  "post_drt_wl_per_cell_um": 31.93,
  "max_stage_delay_ns": 0.89,
  "gr-usage-all-layers_pct": 22.49,
  "fin_cells": 6002,
  "postSynthCellCount": 3502,
  "setup-tns-final_ns": 0,
  "tightestPinTransition_ns": 1.155,
  "crit_arrival_ns": 8.20,
  "syn_area_mm2": 0.05423,
  "grt_max_degree": 76,
  "drtPass1Iterations": 7,
  "ys_seq_share_pct": 56.70,
  "largest_reg_flops": 1024,
  "grt_remaining_overflow": 0,
  "drc": 0,
  "htree_levels": 3,
  "crit_fanout": 55,
  "vias": 32961,
  "required_ns": 15.76,
  "die_x_um": 427.2,
  "finalInstanceArea_mm2": 0.06160,
  "dr_wl_met2_um": 87980,
  "port_buffers": 113,
  "fp.dieH_um": 427.2,
  "die-area_mm2": 0.1825,
  "ioPinCount": 114,
  "regMostFlops": "data",
  "hold_class": "in2reg",
  "dp.cells": 5796,
  "p_sw_mw": 1.297,
  "critPathLaunchType": "input pin",
  "setup_viol": 0,
  "cts_sinks": 1024,
  "cp.buffers_inverters": 4,
  "crit_chain": "buf_8, buf_4, buf_4, mux4_2, a22o_1, a2111oi_1, nor3_1, clkdlybuf4s50_1",
  "max_freq_mhz": 82.39,
  "clkPwrFrac_pct": 37.7,
  "internal_power_mw": 3.897,
  "yosysChipArea_mm2": 0.05423,
  "clk_pin_slew_ns": 0.06,
  "routed_wl_um": 191600,
  "post_dp_cell_area_mm2": 0.05831,
  "pre_cts_ws_ns": 7.555,
  "pwr-share-comb_pct": 12.7,
  "setup_ws_ns": 7.563,
  "synth_flop_count": 1024,
  "numCtsBuffers": 108,
  "pwr-share-seq_pct": 49.6,
  "first_global_vias": 35963,
  "wl_met1_um": 61260,
  "ctsResizeCount": 0,
  "grt_pass1_wl_um": 268700,
  "hold_violations": 0,
  "ys_types": 42,
  "end_kind": "output pin",
  "gp_congestion": 0.9177,
  "max_slew_margin_pct": 22.78,
  "wl_met3_um": 32840,
  "leakage_nw": 20.66,
  "drtIter0Drc": 2300,
  "fp_util_pct": 30.30,
  "viasPerCell": 5.492,
  "placementRows": 155,
  "grt_antenna_before_repair": 12,
  "ys_warn_count": 1,
  "drv_cap": 0,
  "rsz0062_at_grt": "no",
  "p_sw_share_pct": 24.97,
  "clockBufferDepth": 3,
  "drive_gt1_share_pct": 24.89,
  "maxSlewViolCount": 0,
  "cpLargestDelayFamily": "buffers and inverters",
  "area_growth_pct": 13.59,
  "warning_count": 26,
  "core_area_mm2": 0.1790,
  "hpwl_um": 112700
}
==> path summary, 6_finish.rpt <==
check / startpoint / to / cells after the start
max: src_b[0] / reg_b[20] / 8
min: rst / data[0][17] / 2
==> layout make-up <==
class / instances / area (um2)
Tap cell: 2355 / 2947
Multi-Input combinational cell: 2120 / 22080
Inverter: 2 / 7.507
Antenna cell: 7 / 17.52
Timing Repair Buffer: 295 / 2527
Fill cell: 16600 / 117400
Clock inverter: 57 / 422.9
Sequential cell: 1024 / 30750
Clock buffer: 142 / 2851
==> layer usage <==
layer / vias up / GRT usage [%]
met5: - / 0.8466
li1: 13680 / -
met2: 2582 / 33.12
met4: 4 / 8.863
met3: 448 / 16.99
met1: 16247 / 24.49
==> cell usage after synthesis, drive strengths merged <==
cell / count / area, um2
nor4: 6 / 37.54
a2111oi: 55 / 533.0
nand4b: 1 / 8.760
a22o: 51 / 446.7
or2: 33 / 206.5
mux2: 30 / 337.8
nand3b: 5 / 37.54
clkbuf: 272 / 1021
and2: 995 / 6225
nor4b: 3 / 32.53
mux4: 472 / 10630
mux2i: 150 / 1501
nand4bb: 2 / 22.52
or3: 2 / 12.51
nor2b: 14 / 87.58
a32o: 4 / 40.04
o21ai: 4 / 20.02
nand2: 7 / 26.28
nand3: 5 / 25.02
a211oi: 7 / 52.55
o22ai: 103 / 644.4
a221o: 2 / 20.02
nor2: 36 / 135.1
nand2b: 5 / 31.28
buf: 115 / 769.5
and3: 3 / 18.77
inv: 2 / 7.510
nor3: 54 / 270.3
edfxtp: 1024 / 30750
and4b: 1 / 10.01
conb: 1 / 3.750
a22oi: 16 / 120.1
or3b: 4 / 35.03
o221ai: 1 / 8.760
a221oi: 4 / 35.03
or4b: 1 / 10.01
a21oi: 12 / 60.06
==> cell families (layout without fill, tap and decap cells) <==
logic type | count (synthesis) | count (layout) | share of synthesized area [%]
other | 1 | 39 | 0.006915
muxes | 652 | 652 | 22.99
AOI/OAI and AO/OA | 259 | 259 | 3.652
and+or+nand+nor | 1177 | 1177 | 13.33
DFF | 1024 | 1024 | 56.70
buffers and inverters | 389 | 496 | 3.315
==> through the flow <==
stage,power (mW),hold WS [ns],utilization (%)
finish,5.193,3.966,34.42
detailed placement,3.279,4.695,32.58
global route,5.336,3.955,34.41
floorplan,2.974,4.138,-
global placement,3.277,4.694,32.57
CTS,5.217,3.912,34.41
==> power groups by stage <==
stage	Clock (mW)	Sequential (mW)	Combinational (mW)
CTS	1.98	2.58	0.660
finish	1.96	2.58	0.659
global route	2.05	2.59	0.690
==> placed cells by master (no fill, tap or decap), types with 51 or more instances in the layout <==
cell	count
edfxtp_1	1024
mux2i_1	150
a22o_1	51
nor3_1	54
and2_1	994
clkdlybuf4s50_1	103
clkbuf_16	109
buf_4	179
mux4_2	472
o22ai_1	103
Power is estimated from default activity; no workload was simulated.
