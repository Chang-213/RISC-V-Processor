===== flow/design.v =====
package pcmux;
typedef enum bit [1:0] {
    pc_plus4  = 2'b00
    ,alu_out  = 2'b01
    ,alu_mod2 = 2'b10
	 ,br		  = 2'b11
} pcmux_sel_t;
endpackage
package marmux;
typedef enum bit {
    pc_out = 1'b0
    ,alu_out = 1'b1
} marmux_sel_t;
endpackage
package cmpmux;
typedef enum bit {
    rs2_out = 1'b0
    ,i_imm = 1'b1
} cmpmux_sel_t;
endpackage
package alumux;
typedef enum bit {
    rs1_out = 1'b0
    ,pc_out = 1'b1
} alumux1_sel_t;
typedef enum bit [2:0] {
    i_imm    = 3'b000
    ,u_imm   = 3'b001
    ,b_imm   = 3'b010
    ,s_imm   = 3'b011
    ,j_imm   = 3'b100
    ,rs2_out = 3'b101
} alumux2_sel_t;
endpackage
package regfilemux;
typedef enum bit [3:0] {
    alu_out   = 4'b0000
    ,br_en    = 4'b0001
    ,u_imm    = 4'b0010
    ,lw       = 4'b0011
    ,pc_plus4 = 4'b0100
    ,lb        = 4'b0101
    ,lbu       = 4'b0110   
    ,lh        = 4'b0111
    ,lhu       = 4'b1000   
} regfilemux_sel_t;
endpackage
interface rvfi_itf(input clk, input rst);
    logic halt;
    logic commit;
    logic [63:0] order;
    logic [31:0] inst;
    logic trap;
    logic [4:0] rs1_addr;
    logic [4:0] rs2_addr;
    logic [31:0] rs1_rdata;
    logic [31:0] rs2_rdata;
    logic load_regfile;
    logic [4:0] rd_addr;
    logic [31:0] rd_wdata;
    logic [31:0] pc_rdata;
    logic [31:0] pc_wdata;
    logic [31:0] mem_addr;
    logic [3:0] mem_rmask;
    logic [3:0] mem_wmask;
    logic [31:0] mem_rdata;
    logic [31:0] mem_wdata;
    logic [15:0] errcode;
endinterface
module mux4bit #(parameter width = 32)
(
	input clk,
   input rst,
   input [1:0] select,
   input  [width-1:0] in0, in1, in2, in3,
   output logic [width-1:0] out
);
always_comb
	begin
		if(select == 2'b00)
			out = in0;
		else if (select == 2'b01)
			out = in1;
		else if (select == 2'b10)
			out = in2;
		else
			out = in3;
	end
endmodule : mux4bit
module mux2bit #(parameter width = 32)
(
	input clk,
   input rst,
   input logic select,
   input  [width-1:0] in0, in1,
   output logic [width-1:0] out
);
always_comb
	begin
		if(select == 1)
			out = in0;
		else
			out = in1;
	end
endmodule : mux2bit
module mux3bit #(parameter width = 256)
(
	input clk,
   input rst,
   input [2:0] select,
   input  [width-1:0] in0, in1, in2, in3,
   output logic [width-1:0] out
);
always_comb
	begin
		if(select == 3'b000)
			out = in0;
		else if (select == 3'b001)
			out = in1;
		else if (select == 3'b101)
			out = in2;
		else
			out = in3;
	end
endmodule : mux3bit
module mux256bit #(parameter width = 256)
(
	input clk,
   input rst,
   input select,
   input [width-1:0] in0, in1,
   output logic [width-1:0] out
);
always_comb
	begin
		if(select == 0)
			out = in0;
		else
			out = in1;
	end
endmodule : mux256bit
module comparator #(parameter width = 24)
(
	input clk,
   input rst,
   input  [width-1:0] in0, in1,
   output logic out
);
always_comb
	begin
		if(in0 == in1)
			out = 1;
		else
			out = 0;
	end
endmodule : comparator
module andgate #(parameter width = 24)
(
	input clk,
   input rst,
   input  [width-1:0] in0, in1,
   output logic out
);
always_comb
	begin
		if(in0 == 1 && in1 == 1)
			out = 1;
		else
			out = 0;
	end
endmodule : andgate
module orgate #(parameter width = 24)
(
	input clk,
   input rst,
   input  [width-1:0] in0, in1,
   output logic out
);
always_comb
	begin
		if(in0 == 0 && in1 == 0)
			out = 0;
		else
			out = 1;
	end
endmodule : orgate

===== flow/run.sh =====
#!/bin/bash
# OpenROAD 26Q1-2900-gdf79404cd8, Yosys 0.63+post, stock flow scripts
make -C /OpenROAD-flow-scripts/flow DESIGN_CONFIG=/design/flow/config.mk WORK_HOME=/design/flow/orfs finish

===== flow/config.mk =====
export PLATFORM = sky130hd
export DESIGN_NAME = mux3bit
export DESIGN_NICKNAME = mux3bit
export VERILOG_FILES = /design/flow/design.v
export SDC_FILE = /design/flow/constraint.sdc
export NUM_CORES = 4
export LEC_CHECK = 1
export CORE_AREA = 10 10 492 492
export DIE_AREA = 0 0 502 502

===== flow/constraint.sdc =====
current_design mux3bit

set clk_period 31.2
set clk_io_pct 0.2

create_clock -name clk0 -period $clk_period

set non_clock_inputs [all_inputs -no_clocks]
set_input_delay [expr $clk_period * $clk_io_pct] -clock clk0 $non_clock_inputs
set_output_delay [expr $clk_period * $clk_io_pct] -clock clk0 [all_outputs]

==> results_dict.tcl <==
# flow metrics
set metrics [dict create \
    layout-drive-gt1-share_pct 20.98 \
    drc 0 \
    fmax_mhz 58.19 \
    seqCellArea_sq_um 0 \
    min_period_ns 17.18 \
    swShare_pct 47.25 \
    leakagePower_nw 7.659 \
    viasPerCell 3.338 \
    synth.avg_cell_area_sq_um 8.170 \
    postRouteAntennaNets 0 \
    grt_pass1_vias 17200 \
    ctsResizeCount 0 \
    intPower_mw 0.2378 \
    vias 18220 \
    fill_cells 26190 \
    syn_inst 1198 \
    die_h_um 502 \
    synth-area-yosys_sq_um 9788 \
    irDropWorstVdd_mv 0.007993 \
    combPwrFrac_pct 100.0 \
    synth_seq_share_pct 0 \
    synth_area_sq_um 9788 \
    min_path_type "in -> out" \
    rsz0062_at_grt "no" \
    fin_cells 5460 \
    powerDensity_nw_per_um2 17.47 \
    fp_util_pct 4.245 \
    layout_setup_ws_ns 14.02 \
    tightest_slew_ns 0.8211 \
    area_delta_synth_final_pct 163.6 \
    portBuffers 1283 \
    dp_hpwl_um 212800 \
    grt_first_pass_wirelength_um 266100 \
    fin_crit_sh_pct 55.08 \
    relSlewSlack_pct 45.26 \
    hold_viol 0 \
    critical_path_class "in -> out" \
    lay_top_count "clkdlybuf4s50_1" \
    post_cts_buffers 0 \
    antenna_found_initial 318 \
    die_width_um 502 \
    dr.first_iter.drc_count 1703 \
    yosysWarnings 1 \
    clkbuf_count 0 \
    warning_count 34 \
    ys_cells 1198 \
    dp.cells 5366 \
    power.net_switching_mw 0.2130 \
    routed_wl_um 229400 \
    cp_max_fo 69 \
    cp-end-kind "output port" \
    dr.pass1.iters 9 \
    synth_cell_types 12 \
    routabilityCongestion 1.071 \
    ctsHoldBuffers 0 \
    rows 176 \
    dp_slack_ns 13.98 \
    startpoint_type "input pin" \
    setup_violations 0 \
    crit_required_ns 24.96 \
    grt_max_degree 95 \
    grt_use_total_pct 17.44 \
    gr-total-overflow 0 \
    p_seq_share_pct 0 \
    fin_tns_setup_ns 0 \
    core_region_area_sq_um 230600 \
    io_pins 1285 \
    clock_power_share_pct 0 \
    chipArea_sq_um 252000 \
    layout_top_cells "clkdlybuf4s50_1, o22ai_1, mux2_2, a21oi_1, o22ai_2" \
    combGateArea_sq_um 8641 \
    maxCapViolCount 0 \
    cp.arrival_ns 10.94 \
    maxSlewViolCount 0 \
    status "complete, no violations" \
    wl_per_cell_um 42.02 \
    seq_cell_count 0 \
]
[metal layers]
layer  track usage, %  share of wire, %  vias up
met1            18.25                34     8514
met4            3.544               2.8      290
met2            26.46                43     1460
met3            15.24                20      528
met5                0              0.99        -
li1                 -                 -     7431
[cells in the mapped netlist, drive strengths merged]
library cell | instances | area share, %
a21oi | 256 | 13
buf | 138 | 11
clkbuf | 33 | 1.3
inv | 1 | 0.038
mux2 | 256 | 29
nand2b | 1 | 0.064
o22ai | 512 | 46
or2 | 1 | 0.064
[critical path, cell delays in order]
cell and delay, ns:
buf_8 0.43, buf_4 0.66, buf_4 0.62, buf_4 0.65
buf_4 0.73, mux2_2 0.40, o22ai_2 0.08, a21oi_1 0.16
clkdlybuf4s50_1 0.79
[cells by family after synthesis]
| logic type | Yosys count | share of synthesized area (%) |
|---|---|---|
| simple gates | 2 | 0.1279 |
| mux | 256 | 29.45 |
| compound gates | 768 | 58.60 |
| buf+inv | 172 | 11.82 |
[area by class of cell]
class	instances	share of cell area (%)
inverters	1	0.04364
well taps	3026	14.67
repair buffers	1313	50.88
diodes	94	0.9117
multi-input cells	1026	33.49
[stage by stage]
| stage | hold WS [ns] | cell area [sq um] | util [%] | total power [mW] |
|---|---|---|---|---|
| 4_1_cts | 13.45 | 25570 | 11.09 | 0.4612 |
| 3_3_place_gp | 13.45 | 25570 | 11.09 | 0.4572 |
| 5_1_grt | 13.46 | 25610 | 11.11 | 0.4746 |
| 2_1_floorplan | 12.59 | 9788 | - | 0.1246 |
| 6_report | 13.41 | 25800 | 11.19 | 0.4508 |
| 3_5_place_dp | 13.44 | 25570 | 11.09 | 0.4586 |
[power groups by stage]
stage                 registers, mW  logic (mW)  clock network (mW)
after CTS                         0       0.461                   0
after global routing              0       0.475        0.0000000710
final                             0       0.451         0.000000364
[final timing paths]
kind | start | end | slack, ns | cells past startpoint
worst max-delay path | select[0] | out[147] | 14.02 | 9
worst min-delay path | select[2] | out[246] | 13.41 | 3
Power figures rest on the tool's default switching activity, not on a simulated workload.
